==> design.v <==
module Control(
     output logic reg2loc,
     output logic uncondbranch,
     output logic branch,
     output logic memread,
     output logic memtoreg,
     output logic [2:0] alu_select,
     output logic memwrite,
     output logic alusrc,
     output logic regwrite,
     input logic [3:0] opcode
     );
always_comb
	case(opcode)
	0:			 
		begin
		reg2loc = 0;    
		branch = 0;     
    uncondbranch = 0;
		memread = 0;    
		memtoreg = 0;   
		alu_select = 0;  
		memwrite = 0;   
		alusrc = 0;     
		regwrite = 1;   
		end
	5:			 
		begin
		reg2loc = 0;    
		branch = 0;     
    uncondbranch = 0;
		memread = 1;    
		memtoreg = 1;   
		alu_select = 0;  
		memwrite = 0;   
		alusrc = 1;     
		regwrite = 1;   
		end
	6:			 
		begin
		reg2loc = 1;    
		branch = 0;     
    uncondbranch = 0;
		memread = 0;    
		memtoreg = 0;   
		alu_select = 0;  
		memwrite = 1;   
		alusrc = 1;     
		regwrite = 0;   
		end
	7:			 
		begin
		reg2loc = 1;    
		branch = 1;     
    uncondbranch = 0;
		memread = 0;    
		memtoreg = 0;   
		alu_select = 2;  
		memwrite = 0;   
		alusrc = 0;     
		regwrite = 0;   
		end
	8:			 
		begin
		reg2loc = 0;    
		branch = 0;     
    uncondbranch = 0;
		memread = 0;    
		memtoreg = 0;   
		alu_select = 0;  
		memwrite = 0;   
		alusrc = 1;     
		regwrite = 1;   
		end
	9:			 
		begin
		reg2loc = 0;    
		branch = 0;     
    uncondbranch = 0;
		memread = 0;    
		memtoreg = 0;   
		alu_select = 4;  
		memwrite = 0;   
		alusrc = 1;     
		regwrite = 1;   
		end
  default:
		begin
		reg2loc = 0;
		uncondbranch = 0;
		branch = 0;
		memread = 0;
		memtoreg = 0;
		alu_select = 0;
		memwrite = 0;
		alusrc = 0;
		regwrite = 0;
		end
	endcase
endmodule
module PCLogic(
     output logic [15:0] pc,   
     input logic clock,  
     input logic [15:0] signext,	 
     input logic uncondbranch,
     input logic branch,
     input logic alu_zero,
     input logic reset
     );
always_ff @(posedge clock)
	begin
	if (reset==1) pc <= 0;
  else if (branch == 1 && alu_zero == 1) pc <= pc + (signext << 1);
  else if(uncondbranch == 1) pc <= pc + (signext << 1);
	else pc <= pc+2;  
	end
endmodule
module LEGLiteSingle(
	iaddr,		 
	daddr,		 
	dwrite,		 
	dread,		 
	dwdata,		 
	alu_out,	 
	clock,
	idata,		 
	ddata,		 
	reset
	);
output [15:0] iaddr;
output [15:0] daddr;
output dwrite;
output dread;
output [15:0] dwdata;
output [15:0] alu_out;
input clock;
input [15:0] idata;  
input [15:0] ddata;
input reset;
wire reg2loc;
wire memread;
wire memtoreg;
wire[2:0] alu_select;
wire memwrite;
wire alusrc;
wire[15:0] pcout;  
wire[15:0] signext;
wire[15:0] alumuxout;
wire[15:0] iaddr;   
wire[15:0] readreg2;
wire[15:0] rdata1;
wire[15:0] rdata2;
wire[15:0] wdata;
wire[2:0] waddr;
assign alu_out = daddr;
assign iaddr = pcout;
assign dwdata = rdata2;
assign iaddr = pcout;
assign dwrite = memwrite;
assign dread = memread;
assign signext = {{10{idata[11]}}, idata[11:6]};
Control control(
	reg2loc,
	uncondbranch,
	branch,
	memread,
	memtoreg,
	alu_select,
	memwrite,
	alusrc,
	regwrite,
	{idata[15:12]}
	);
MUX2 regfilemux(
	readreg2,
	{{13'b0},idata [11:9]},
	{{13'b0},idata [2:0]},
	reg2loc
	);
RegFile regfile(
	rdata1,
	rdata2,
	clock,
	wdata,
	{idata[2:0]},
	{idata[5:3]},
	readreg2[2:0],
	regwrite
	);
MUX2 alumux(
	alumuxout,
	rdata2,
	signext,
	alusrc
	);
MUX2 datamux(
	wdata,
	daddr,
	ddata,
	memtoreg
	);
ALU alu(
	daddr,
	zero_result,
	rdata1,
	alumuxout,
	alu_select
	);
PCLogic PC(
	iaddr,
	clock,
	signext,
	uncondbranch,
	branch,
	zero_result,
	reset
	);
endmodule
module DMemory_IO(
     output logic [15:0] rdata,   
     output logic [6:0] io_display,  
     input logic clock,   
     input logic [15:0] addr,    
     input logic [15:0] wdata,   
     input logic write,   
     input logic read,    
     input logic io_sw0,  
     input logic io_sw1   
     );
reg [15:0] memcell[0:127];  
always_comb
	begin
	if (read == 0) rdata = 0;
	else  
		begin
		if (addr >= 0 && addr < 256)
               rdata = memcell[addr[7:1]];
		else if (addr == 16'hfff0)
               rdata = {14'd0,io_sw1,io_sw0};
		else rdata = 0;  
		end
	end
always_ff @(posedge clock)
	if (write == 1 && addr == 16'hfffa)
         io_display <= wdata[6:0];
always_ff @(posedge clock)
     if (write == 1 && addr>= 0 && addr < 256)
          memcell[addr[7:1]] <= wdata;
endmodule
module RegFile(
     output logic [15:0] rdata1,   
     output logic [15:0] rdata2,   
     input logic clock,
     input logic [15:0] wdata,    
     input logic [2:0] waddr,    
     input logic [2:0] raddr1,   
     input logic [2:0] raddr2,   
     input logic write     
     );
reg [15:0] regcell[0:7];
always_ff @(posedge clock)
     if (write==1) regcell[waddr]<=wdata;
always_comb
     begin
     if (raddr1 == 7) 	rdata1 = 0;
     else rdata1 = regcell[raddr1];
     end
always_comb
     begin
     if (raddr2 == 7) 	rdata2 = 0;
     else rdata2 = regcell[raddr2];
     end
endmodule
module ALU(
     output logic [15:0] result,  
     output logic zero_result,  
     input logic [15:0] indata0,      
     input logic [15:0] indata1,      
     input logic [2:0] select        
     );
always_comb
	case(select)
	0: result = indata0 + indata1;
	1: result = indata0 - indata1;
	2: result = indata0;
	3: result = indata0 | indata1;
	4: result = indata0 & indata1;
	default: result = 0;
	endcase
always_comb  
	if (result == 0) 	zero_result = 1;
	else 			  	zero_result = 0;
endmodule
module MUX2(
     output logic [15:0] result,
     input logic [15:0] indata0,
     input logic [15:0] indata1,
     input logic select
     );
always_comb
	case(select)
	0: result = indata0;
	1: result = indata1;
	endcase
endmodule
module MUX4(
     output logic [15:0] result,
     input logic [15:0] indata0,
     input logic [15:0] indata1,
     input logic [15:0] indata2,
     input logic [15:0] indata3,
     input logic [1:0] select
     );
always_comb
	case(select)
	0: result = indata0;
	1: result = indata1;
	2: result = indata2;
	3: result = indata3;
	endcase
endmodule
==> run.sh <==
#!/bin/bash
# OpenROAD 26Q1-2900-gdf79404cd8, Yosys 0.63+post, stock flow scripts
make -C /OpenROAD-flow-scripts/flow DESIGN_CONFIG=/design/flow/config.mk WORK_HOME=/design/flow/orfs finish
==> config.mk <==
export PLATFORM = sky130hd
export DESIGN_NAME = LEGLiteSingle
export DESIGN_NICKNAME = LEGLiteSingle
export VERILOG_FILES = /design/flow/design.v
export SDC_FILE = /design/flow/constraint.sdc
export NUM_CORES = 4
export LEC_CHECK = 1
export CORE_UTILIZATION = 50
==> constraint.sdc <==
current_design LEGLiteSingle

set clk_period 19.1
set clk_io_pct 0.2

create_clock -name clk0 -period $clk_period [get_ports {clock}]

set non_clock_inputs [all_inputs -no_clocks]
set_input_delay [expr $clk_period * $clk_io_pct] -clock clk0 $non_clock_inputs
set_output_delay [expr $clk_period * $clk_io_pct] -clock clk0 [all_outputs]
==> flow_metrics.env <==
# source this file to load flow results
export IMPL_status="complete, no violations"
export IMPL_ys_types=79
export IMPL_synthArstFlopShare_pct=0
export IMPL_aoi_share_pct=14.7
export IMPL_synth_area_per_cell_sq_um=10.8
export IMPL_yosys_area_share_simple_pct=14.2
export IMPL_seq_area_frac_synth_pct=43.4
export IMPL_grt_pass1_vias=7148
export IMPL_drv_slew=0
export IMPL_placed_area_sq_mm=0.0102
export IMPL_leakagePower_nw=4.12
export IMPL_fp_dieH_um=137
export IMPL_core_area_sq_mm=0.0175
export IMPL_yosysWarnings=9
export IMPL_portBuffers=98
export IMPL_logic_family="multiplexers"
export IMPL_setup_violations=0
export IMPL_fmax_mhz=68.3
export IMPL_cts_sinks=136
export IMPL_relSlewSlack_pct=38.7
export IMPL_yosysTopAreaCellShare_pct=40.1
export IMPL_fa_ha_area_share_pct=4.72
export IMPL_p_sw_share_pct=31.1
export IMPL_gp_congestion=0.955
export IMPL_worstMarginPinSlew_ps=919
export IMPL_power_switching_uw=327
export IMPL_hold_viol=0
export IMPL_required_ps=15280
export IMPL_num_fill_cells=1334
export IMPL_tns_ps=0
export IMPL_grt_pass1_wl_um=40700
export IMPL_antenna_cells=0
export IMPL_postRouteAntennaNets=0
export IMPL_yosys_cells=839
export IMPL_numSynthFlops=136
export IMPL_period_minus_slack_ps=14640
export IMPL_enable_flop_cells=121
export IMPL_worstSkewPairLatency_ps=420
export IMPL_dr_total_vias=7242
export IMPL_largest_area_cell="edfxtp_1"
export IMPL_tool_warnings=27
export IMPL_fp_utilization_pct=51.9
export IMPL_hold_ws_ps=618
export IMPL_routedWlPerCell_um=23.0
export IMPL_die_x_um=137
export IMPL_antenna_found_initial=0
export IMPL_cts_path_max_buffers=2
export IMPL_drc_errors=0
export IMPL_drtIter0Drc=483
export IMPL_post_cts_buffers=0
export IMPL_root_buffer="clkbuf_16"
export IMPL_dieArea_sq_mm=0.0187
export IMPL_maxCapViolCount=0
export IMPL_avgViaCountPerCell=6.25
export IMPL_cts_htree_levels=4
export IMPL_cts_buffers_inserted=17
export IMPL_drt_pass1_iterations=5
export IMPL_clk_pin_slew_ps=60
export IMPL_cts_tree="built"
export IMPL_critical_path_slowest_cell="clkdlybuf4s50_1"
export IMPL_drive_above_1_share_pct=12.3
export IMPL_grt_max_degree=37
export IMPL_area_growth_synth_to_final_pct=19.0
export IMPL_combPwrFrac_pct=32.6
export IMPL_irDropWorstVdd_mv=0.0795
export IMPL_grt_total_usage_pct=31.9
export IMPL_syn_inst=839
export IMPL_mux_area_share_pct=15.3
export IMPL_yosys_area_sq_mm=0.00907
export IMPL_cellPowerDensity_mw_per_mm2=97.4
export IMPL_worstPathCellList="clkdlybuf4s50_1 > and4b_4 > a21o_1 > buf_4 > mux4_2 > a222oi_1 > nor3b_2 > nand2_1 > or4b_1 > xnor2_1 > ha_1 > a21oi_1 > o31ai_1 > a21o_1 > a211o_1 > a21bo_2 > a2111oi_4 > a211o_1 > clkdlybuf4s50_1"
export IMPL_io_pin_count=100
export IMPL_worstPathArrival_ps=10820
export IMPL_pwr_share_seq_pct=35.3
export IMPL_fin_skew_ps=12.8
export IMPL_timing_final_crit_share_pct=76.7
export IMPL_crit_type="primary input to output port"
export IMPL_fin_util_pct=61.8
export IMPL_wl_um=26600
export IMPL_synth_xor_xnor_area_share_pct=2.80
export IMPL_overflow=0
export IMPL_ctsHoldBuffers=0
export IMPL_top_cells_by_area="edfxtp_1 (40%), mux4_2 (6.5%), mux2i_1 (6.4%), ha_1 (4.3%), dfxtp_1 (3.3%)"
export IMPL_final_cell_area_sq_mm=0.0108
export IMPL_cp_max_fo=36
export IMPL_design_power_total_mw=1.05
export IMPL_critical_path_max_stage_delay_ps=890
export IMPL_end_kind="output port"
export IMPL_worstSetupStartpointType="primary input"
export IMPL_p_int_uw=725
export IMPL_rows=48
export IMPL_rsz0062_at_grt="false"
export IMPL_post_dp_hpwl_um=19400
export IMPL_hold_class="flop to flop"
export IMPL_synthesis_area_sq_mm=0.00907
export IMPL_cts_resized=0
export IMPL_flop_cell="edfxtp_1"
export IMPL_clkPwrFrac_pct=32.1
critical path, delay by kind of cell:
kind / cells / cell delay [ps]
multiplexers: 1 / 600
AND-OR/OR-AND: 9 / 2460
buffers and inverters: 3 / 1830
adder cells (fa/ha/maj): 1 / 330
XOR/XNOR: 1 / 210
AND/OR/NAND/NOR: 4 / 1560
power groups by stage:
stage / Sequential [mW] / Combinational, mW / Clock (mW)
4_1_cts: 0.372 / 0.339 / 0.341
5_1_grt: 0.372 / 0.378 / 0.353
6_report: 0.372 / 0.342 / 0.337
area by class of cell:
cell class / count / area [sq um] / share of cell area, %
Multi-Input combinational cell: 614 / 4710 / 43.7
Tap cell: 225 / 282 / 2.61
Timing Repair Buffer: 122 / 1150 / 10.7
Clock buffer: 17 / 425 / 3.94
Sequential cell: 136 / 3930 / 36.4
Inverter: 29 / 109 / 1.01
Clock inverter: 15 / 180 / 1.67
flip-flops by register name, summed over array words and instances (netlist names):
name	flops
regfile.regcell	121
PC.pc	15
synth_stat cells (14+ instances only):
| master | number |
|---|---|
| mux2_2 | 14 |
| mux2i_1 | 58 |
| a21oi_1 | 38 |
| xnor2_1 | 16 |
| nor2_1 | 70 |
| mux4_2 | 26 |
| inv_1 | 27 |
| ha_1 | 31 |
| clkbuf_1 | 29 |
| buf_4 | 20 |
| o21ai_0 | 36 |
| nor3_1 | 23 |
| dfxtp_1 | 15 |
| nand2_1 | 78 |
| edfxtp_1 | 121 |
layer usage:
metal | track usage, % | routed length (um) | vias up
li1 | - | - | 3353
met1 | 44.5 | 10500 | 3459
met2 | 46.8 | 11900 | 371
met3 | 16.3 | 3430 | 59
met4 | 7.47 | 825 | 0
met5 | 0 | 0 | -
cell usage in the layout, fill, tap and decap left out, types with 8 or more instances in the layout:
master	n
a211oi_1	12
a21o_1	11
a21oi_1	38
a31oi_1	10
and2_1	10
buf_4	24
clkbuf_16	17
clkdlybuf4s50_1	96
dfxtp_1	15
edfxtp_1	121
ha_1	31
inv_1	27
mux2_2	14
mux2i_1	58
mux4_2	26
nand2_1	78
nand2b_1	8
nand3_1	12
nor2_1	70
nor2b_1	11
nor3_1	21
o21a_1	9
o21ai_0	35
o2bb2ai_1	8
o31ai_1	8
or3_1	12
xnor2_1	16
xor2_1	13
logic make-up after synthesis:
group	after synthesis
XOR/XNOR	29
buffers and inverters	89
flip-flops	136
AND/OR/NAND/NOR	261
multiplexers	101
other	1
AND-OR/OR-AND	189
adder cells (fa/ha/maj)	33
final timing paths:
path / startpoint / endpoint / slack [ps] / depth (start not counted)
setup / recovery: idata[0] / alu_out[15] / 4460 / 19
hold / removal: PC.pc[1] / PC.pc[1] / 620 / 2
setup reg to reg: regfile.regcell[7][2] / PC.pc[15] / 10370 / 26
hold reg to reg: PC.pc[1] / PC.pc[1] / 620 / 2
per-stage QoR:
stage / instances / setup slack (ps)
finish: 1158 / 4460
global route: 1158 / 3990
CTS: 1158 / 4490
detailed placement: 1126 / 4500
global placement: 1126 / 4660
floorplan: 839 / 6630
Power figures rest on the tool's default switching activity, not on a simulated workload.
