<file path="run.sh">
#!/bin/bash
# OpenROAD 26Q1-2900-gdf79404cd8, Yosys 0.63+post, stock flow scripts
make -C /OpenROAD-flow-scripts/flow DESIGN_CONFIG=/design/flow/config.mk WORK_HOME=/design/flow/orfs finish
</file>
<file path="config.mk">
export PLATFORM = sky130hd
export DESIGN_NAME = MUX4
export DESIGN_NICKNAME = MUX4
export VERILOG_FILES = /design/flow/design.v
export SDC_FILE = /design/flow/constraint.sdc
export NUM_CORES = 4
export LEC_CHECK = 1
export CORE_AREA = 10 10 70 70
export DIE_AREA = 0 0 80 80
</file>
<file path="constraint.sdc">
current_design MUX4

set clk_period 1.1
set clk_io_pct 0.2

create_clock -name clk0 -period $clk_period

set non_clock_inputs [all_inputs -no_clocks]
set_input_delay [expr $clk_period * $clk_io_pct] -clock clk0 $non_clock_inputs
set_output_delay [expr $clk_period * $clk_io_pct] -clock clk0 [all_outputs]
</file>
<file path="design.v">
module DMemory_IO(
     output logic [15:0] rdata,   
     output logic [6:0] io_display,  
     input logic clock,   
     input logic [15:0] addr,    
     input logic [15:0] wdata,   
     input logic write,   
     input logic read,    
     input logic io_sw0,  
     input logic io_sw1   
     );
reg [15:0] memcell[0:127];  
always_comb
	begin
	if (read == 0) rdata = 0;
	else  
		begin
		if (addr >= 0 && addr < 256)
               rdata = memcell[addr[7:1]];
		else if (addr == 16'hfff0)
               rdata = {14'd0,io_sw1,io_sw0};
		else rdata = 0;  
		end
	end
always_ff @(posedge clock)
	if (write == 1 && addr == 16'hfffa)
         io_display <= wdata[6:0];
always_ff @(posedge clock)
     if (write == 1 && addr>= 0 && addr < 256)
          memcell[addr[7:1]] <= wdata;
endmodule
module RegFile(
     output logic [15:0] rdata1,   
     output logic [15:0] rdata2,   
     input logic clock,
     input logic [15:0] wdata,    
     input logic [2:0] waddr,    
     input logic [2:0] raddr1,   
     input logic [2:0] raddr2,   
     input logic write     
     );
reg [15:0] regcell[0:7];
always_ff @(posedge clock)
     if (write==1) regcell[waddr]<=wdata;
always_comb
     begin
     if (raddr1 == 7) 	rdata1 = 0;
     else rdata1 = regcell[raddr1];
     end
always_comb
     begin
     if (raddr2 == 7) 	rdata2 = 0;
     else rdata2 = regcell[raddr2];
     end
endmodule
module ALU(
     output logic [15:0] result,  
     output logic zero_result,  
     input logic [15:0] indata0,      
     input logic [15:0] indata1,      
     input logic [2:0] select        
     );
always_comb
	case(select)
	0: result = indata0 + indata1;
	1: result = indata0 - indata1;
	2: result = indata0;
	3: result = indata0 | indata1;
	4: result = indata0 & indata1;
	default: result = 0;
	endcase
always_comb  
	if (result == 0) 	zero_result = 1;
	else 			  	zero_result = 0;
endmodule
module MUX2(
     output logic [15:0] result,
     input logic [15:0] indata0,
     input logic [15:0] indata1,
     input logic select
     );
always_comb
	case(select)
	0: result = indata0;
	1: result = indata1;
	endcase
endmodule
module MUX4(
     output logic [15:0] result,
     input logic [15:0] indata0,
     input logic [15:0] indata1,
     input logic [15:0] indata2,
     input logic [15:0] indata3,
     input logic [1:0] select
     );
always_comb
	case(select)
	0: result = indata0;
	1: result = indata1;
	2: result = indata2;
	3: result = indata3;
	endcase
endmodule
</file>
==> results.toml <==
# synthesis and place-and-route metrics
[power_and_ir_drop]
cellLeakagePower_nw = 0.550
power.density_nw_per_um2 = 315
finalPower_mw = 0.365
maximum_ir_drop_on_the_vdd_rail_mv = 0.0918

[drt]
drc = 0
ant_nets = 0
vias_per_cell = 4.05
drt_pre_antenna_iters = 2
wl_per_cell_um = 18.5
routed-via-count = 599
detailedRoute.firstIterationViolations = 2
antennaDiodeCount = 0
total_wirelength_of_the_detailed_routed_design_um = 2730

[flow_run]
number_of_warnings_in_the_stage_logs = 35
maxCapViolations = 0

[finish]
mostFrequentLayoutCells = "sky130_fd_sc_hd__dlygate4sd2_1, sky130_fd_sc_hd__mux4_2, sky130_fd_sc_hd__buf_2"
layout-drive-gt1-share_pct = 36.3
area.sequential_um2 = 0
layout.sequential_cells = 0
lay_top_count = "sky130_fd_sc_hd__dlygate4sd2_1"
layout.clock_buffers = 0
fillCellCount = 377
area_delta_synth_final_pct = 173
final-comb-area_um2 = 360

[die]
initial_core_util_pct = 12.4
die_h_um = 80
chip_area_um2 = 6400
dieWidth_um = 80
design.portCount = 82
core.rowCount = 21
floorplan.core_area_um2 = 3420

[final_timing]
rel_slew_slack_pct = 92.4
timing.final.setup_violations = 16
finalClockPeriodUsage_pct = 117
postLayoutSetupSlackWorst_ns = -0.187
final_max_slew_violation_tally = 0
timing.final.crit_period_ns = 1.29
final-hold-violation-count = 0
rsz0062_at_grt = "true"
fin_tns_setup_ns = -2.82
worst_slew_pin_slew_ns = 0.113
timing.fmax_mhz = 777

[grt]
grt_first_pass_wirelength_um = 4170
grt-ovfl-total = 0
grtUsageTotal_pct = 8.27
vias_in_the_first_global_route = 793
grt_max_degree = 9
antenna_violations_before_repair = 0

[setup_path]
timing.critical_path.mode_cell = "sky130_fd_sc_hd__buf_12"
critical_path_required_ns = 0.88
critical_path_peak_fanout = 8
crit_path_max_incr_delay_ns = 0.49
crit_path_cell_trace = "buf_12 -> buf_12 -> mux4_2 -> buf_2"
critical-path-slowest-cell = "sky130_fd_sc_hd__mux4_2"
crit_path_start_kind = "primary input"
crit_path_capture_type = "output pin"
cp-startpoint = "select[0]"
critPathCapture = "result[0]"
crit_arrival_ns = 1.07
crit_type = "in2out"
worstPathBufferInverterCount = 3
cp_num_cells = 4
worst_path_dominant_cell_family = "multiplexers"

[run_status]
status = "finished, violations left"
violations = "setup timing"

[synthesis]
yosys.stat.seqShare_pct = 0
syn_avg_cell_area_um2 = 21.2
tally_of_unique_sky130hd_cells_used_after_synthesis = 5
yosysCellCount = 20
yosysChipArea_um2 = 424
syn_area_um2 = 424
cell_accounting_for_the_most_synthesized_area = "sky130_fd_sc_hd__mux4_2"
yosys_warning_tally = 1
synth_top_area_share_pct = 53.1
area_leaders = "sky130_fd_sc_hd__mux4_2, sky130_fd_sc_hd__mux4_1, sky130_fd_sc_hd__buf_12, sky130_fd_sc_hd__buf_6, sky130_fd_sc_hd__buf_2"
syn-instance-count = 20

[placement]
dp.final_hpwl_um = 2420
port_buffers = 82
place_congestion = 0.804

[clocking]
post-cts-setup-buffers = 0

[min_path]
timing.hold.worst.class = "in2out"
## area by class of cell
| class | instances | share of cell area, % |
|---|---|---|
| repair buffers | 86 | 63.9 |
| well taps | 46 | 4.97 |
| multi-input cells | 16 | 31.1 |
## synthesized netlist by cell type, drive strengths merged
library cell	n
buf	4
mux4	16
## kinds of logic (layout without fill, tap and decap cells)
group	Yosys count	in the layout	share of synthesized area, %
mux	16	16	90.3
buf+inv	4	86	9.73
## how the worst min path moves through the flow
stage            from         end  slack (ns)  cells past startpoint
4_1_cts   indata1[10]  result[10]        0.93                      3
5_1_grt   indata2[10]  result[10]        0.95                      3
6_report  indata1[10]  result[10]        0.92                      3
## power by group
group | internal (mW) | leakage (nW) | switching [mW]
clock network | 0 | 0 | 0
logic | 0.276 | 0.550 | 0.0890
registers | 0 | 0 | 0
total | 0.276 | 0.550 | 0.0890
## metrics by stage
stage	util (%)	instance area, um2	instances	worst slack, ns	hold WS (ns)
floorplan	-	433	20	-0.0280	0.599
global placement	37.9	1300	147	-1.03	1.56
detailed placement	37.9	1300	147	-1.06	1.57
CTS	33.9	1160	148	-0.208	0.931
global route	33.9	1160	148	-0.232	0.947
finish	33.9	1160	148	-0.187	0.925
## timing repair
item                                   in CTS  in global routing
hold buffers                                0                  0
gates cloned                                1                  0
endpoints found under the hold margin       0                  0
setup endpoints to repair                  16                 16
gates resized                             131                  1
## per-layer routing
metal  part of all wire (%)  vias to the layer above  track usage (%)
met2                     41                       65             13.2
li1                       -                      268                -
met4                      0                        0                0
met3                     17                        0             5.34
met5                      0                        -                0
met1                     42                      266             9.73
Power figures rest on the tool's default switching activity, not on a simulated workload.
